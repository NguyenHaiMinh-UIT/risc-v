===== ./config.mk =====
export PLATFORM = sky130hd
export DESIGN_NAME = registerfile
export DESIGN_NICKNAME = registerfile
export VERILOG_FILES = /design/flow/design.v
export SDC_FILE = /design/flow/constraint.sdc
export NUM_CORES = 4
export LEC_CHECK = 1
export CORE_UTILIZATION = 50

===== ./constraint.sdc =====
current_design registerfile

set clk_period 9.7
set clk_io_pct 0.2

create_clock -name clk0 -period $clk_period [get_ports {clk}]

set non_clock_inputs [all_inputs -no_clocks]
set_input_delay [expr $clk_period * $clk_io_pct] -clock clk0 $non_clock_inputs
set_output_delay [expr $clk_period * $clk_io_pct] -clock clk0 [all_outputs]

===== ./design.v =====
module  registerfile(
    input clk,rst,
    input [4:0] A1,
    input [4:0] A2,
    input [4:0] A3,
    input [31:0] WD3,
    input [2:0] WE3,
    output  [31:0] RD1,
    output  [31:0] RD2
);
    reg [31:0] mem [0:1023];
    integer i;
    always @(posedge clk or negedge rst) begin
        if (~rst) begin
            for (i=0;i<1024;i=i+1) begin
                mem[i] <= 0;
            end
        end
        else begin
            if (WE3 == 1) mem[A3] <= WD3;  
            else if (WE3 == 2)  
                mem[A3] <= {{24{WD3[7]}}, WD3[7:0]};
            else if (WE3 == 3)  
                mem[A3] <= {{16{WD3[15]}}, WD3[15:0]};
            else if (WE3 == 4)  
                mem[A3] <= {24'b0, WD3[7:0]};
            else if (WE3 == 5)  
                mem[A3] <= {16'b0, WD3[15:0]};
        end
    end
    assign RD1 = mem[A1];
    assign RD2 = mem[A2];
endmodule   

===== ./run.sh =====
#!/bin/bash
# OpenROAD 26Q1-2900-gdf79404cd8, Yosys 0.63+post, stock flow scripts
make -C /OpenROAD-flow-scripts/flow DESIGN_CONFIG=/design/flow/config.mk WORK_HOME=/design/flow/orfs finish

==> impl_metrics.env <==
# physical design summary
export IMPL_status="completed"
export IMPL_timing_fmax_mhz=124.2
export IMPL_finalCritPeriodShare_pct=82.99
export IMPL_ant_nets=0
export IMPL_cts_root_buf="clkbuf_16"
export IMPL_dp_cells=7168
export IMPL_avgSynthCellArea_um2=8.799
export IMPL_powerDensity_nw_per_um2=215.4
export IMPL_synth_main_ff_cell="dfrtp_1"
export IMPL_clk_path_buf_depth=3
export IMPL_fp_util_pct=50.77
export IMPL_io_buffers=115
export IMPL_r2r_setup_slack_ns=8.81
export IMPL_netlist_instances=6108
export IMPL_synthDistinctLibCells=72
export IMPL_crit_fanout=37
export IMPL_clkSinkCount=1024
export IMPL_cts_resized=0
export IMPL_drt_iter0_drc=7652
export IMPL_grt_antenna_before_repair=23
export IMPL_r2r_end="mem[10][4]"
export IMPL_postSynthSeqShare_pct=47.68
export IMPL_reg_top3="mem (1024)"
export IMPL_num_fill_cells=9312
export IMPL_reg2reg_depth=1
export IMPL_fp_row_count=119
export IMPL_core_area_um2=105900
export IMPL_crit_type="in2out"
export IMPL_grt_overflow_total=0
export IMPL_r2r_start="mem[10][4]"
export IMPL_ys_seq_elements=1024
export IMPL_cts_setup_buffers=0
export IMPL_ctsHoldBuffers=0
export IMPL_dieArea_um2=108800
export IMPL_hold_end="mem[8][28]"
export IMPL_peakVddDrop_mv=0.1940
export IMPL_final_min_clock_period_ns=8.050
export IMPL_drv_cap=0
export IMPL_synth_area_top_cells="dfrtp_1 (48%), nand3_1 (11%), mux2_2 (6.1%), a21oi_1 (4.3%), nand4_1 (3.9%)"
export IMPL_whs_ns=0.4994
export IMPL_arrival_ns=6.11
export IMPL_setup_violations_final=0
export IMPL_routed_wl_um=283900
export IMPL_syn_area_um2=53740
export IMPL_async_reset_ff_share_pct=100.0
export IMPL_edf_count=0
export IMPL_cts_tree="yes"
export IMPL_drive_gt1_share_pct=14.04
export IMPL_synth_top_cell_area_share_pct=47.68
export IMPL_skew_ns=0
export IMPL_top_register="mem"
export IMPL_grtUsageTotal_pct=54.76
export IMPL_warnings=39
export IMPL_top_cells_by_count="nand3_1 (1200), dfrtp_1 (1024), nor2_1 (468)"
export IMPL_die_w_um=329.9
export IMPL_io_pins=116
export IMPL_finalHoldViolCount=0
export IMPL_crit_start="A1[3]"
export IMPL_rsz0062_at_grt="no"
export IMPL_via_per_inst=7.338
export IMPL_ys_warn_count=2
export IMPL_worstHoldPathCells=2
export IMPL_htree_num_levels=3
export IMPL_hold_class="reg2reg"
export IMPL_clock_latency_ns=0.72
export IMPL_ys_cells=6108
export IMPL_relSlewSlack_pct=11.73
export IMPL_ys_chip_area_um2=53740
export IMPL_hpwl_um=169100
export IMPL_synth_top_cell_by_count="nand3_1"
export IMPL_drt_pass1_iter_count=7
export IMPL_clk_pin_slew_ns=0.06
export IMPL_worstPathRequired_ns=7.76
export IMPL_tightestPinTransition_ns=1.319
export IMPL_hold_start="mem[8][28]"
export IMPL_grt_pass1_vias=51260
export IMPL_startpoint_type="input pin"
export IMPL_die_y_um=329.9
export IMPL_gp_congestion=1.041
export IMPL_final_comb_area_um2=25710
export IMPL_slew_violations=0
export IMPL_cp_end_kind="primary output"
export IMPL_cts_buffers=113
export IMPL_tns_ns=0
export IMPL_routed_via_count=54230
export IMPL_syn_to_final_growth_pct=11.97
export IMPL_fin_cells=7391
export IMPL_grt_pass1_wl_um=395900
export IMPL_route_detailed_drc=0
export IMPL_top_area_cell="dfrtp_1"
export IMPL_largest_reg_flops=1024
export IMPL_regArea_um2=25620
export IMPL_detail_route_wl_per_cell_um=38.41
export IMPL_grt_max_degree=119
export IMPL_cellLeakagePower_nw=25.33
==> power by group <==
part           total (mW)  leakage (nW)  switching, mW  internal [mW]
logic                2.15          10.4           1.26          0.887
clock network        4.69          1.96           1.88           2.80
registers            6.13          12.9          0.932           5.20
total                13.0          25.3           4.08           8.88
==> placed cells by master, fill, tap and decap left out, types with 20 or more instances in the layout <==
master / synthesis / layout
a2111oi_0: 41 / 41
a21oi_1: 464 / 440
a21oi_2: 0 / 24
a22o_1: 35 / 35
a22oi_1: 146 / 146
and3_1: 142 / 131
buf_4: 13 / 226
clkbuf_16: 0 / 115
clkbuf_8: 0 / 32
clkdlybuf4s50_1: 0 / 104
dfrtp_1: 1024 / 1024
mux2_2: 289 / 289
mux2i_1: 38 / 38
nand2_1: 422 / 420
nand3_1: 1200 / 1200
nand4_1: 334 / 334
nor2_1: 468 / 451
nor4_1: 73 / 73
o21ai_0: 382 / 382
o21ai_1: 32 / 32
o32a_1: 20 / 20
==> layout make-up <==
cell class	count	share of cell area [%]
Tap cell	1391	2.892
Multi-Input combinational cell	4400	42.73
Inverter	4	0.02495
Antenna cell	16	0.06653
Sequential cell	1024	42.58
Clock buffer	165	5.626
Timing Repair Buffer	349	5.048
Clock inverter	42	1.033
==> metal layers <==
metal	routed length (um)	global-route usage, %
met2	111900	70.18
met5	329	1.087
met3	47820	31.84
met1	98580	71.27
met4	25210	35.77
==> metrics by stage <==
stage	total power, mW	worst slack, ns	utilization (%)	cell area, um2
floorplan	7.071	4.265	-	53740
global placement	8.180	2.043	53.02	56130
detailed placement	8.215	1.966	53.02	56130
CTS	12.86	1.961	56.81	60140
global route	13.37	1.787	56.82	60150
finish	12.96	1.650	56.84	60180
==> logic make-up after synthesis <==
kind of cell           Yosys count  share of synthesized area [%]
muxes                          332                          6.910
AOI/OAI and AO/OA             1240                          13.69
buffers and inverters          684                          5.357
DFF                           1024                          47.68
and+or+nand+nor               2828                          26.36
==> how the worst max path moves through the flow <==
stage / endpoint / slack (ns)
final: RD1[6] / 1.65
after global routing: RD1[6] / 1.79
after CTS: RD1[6] / 1.96
==> worst max-delay path, stage by stage <==
cell,delay (ns)
buf_4,0.55
buf_4,0.47
and2_2,0.55
and2_1,0.95
buf_4,0.44
a22oi_1,0.16
and4_1,0.19
a31oi_1,0.26
clkdlybuf4s50_1,0.53
No activity file was given, so power comes from the tool's default toggle rates.
