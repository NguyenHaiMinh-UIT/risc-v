==> design.v <==
module alu(
    input [31:0] A,
    input [31:0] B,
    input  [3:0] alu_control,
    output reg [31:0] alu_result
);
    parameter   add     =   4'b0000;
    parameter   sub     =   4'b0001;
    parameter   orr     =   4'b0010;
    parameter   andd    =   4'b0011;
    parameter   xorr    =   4'b0100;
    parameter   slt     =   4'b0101;
    parameter   sll     =   4'b0110;
    parameter   srl     =   4'b0111;
    parameter   sra     =   4'b1000;
    parameter   sltu    =   4'b1001;
    parameter   lui     =   4'b1111;
    always @(*) begin
        case (alu_control)
            add : alu_result = A + B;
            sub : alu_result = A - B;
            orr : alu_result = A | B;
            andd: alu_result = A & B;
            xorr: alu_result = A ^ B;
            slt : alu_result = (A < B) ? 1 : 0;
            sll : alu_result = A << B;
            srl : alu_result = A >> B[4:0];
            sra : alu_result = A >>> B[4:0];
            sltu: alu_result = ((A<0? -A:A) < (B<0 ? -B:B)) ? 1 : 0;
            lui : alu_result = B;
            default : alu_result = 32'bx;
        endcase
    end
endmodule
==> run.sh <==
#!/bin/bash
# OpenROAD 26Q1-2900-gdf79404cd8, Yosys 0.63+post, stock flow scripts
make -C /OpenROAD-flow-scripts/flow DESIGN_CONFIG=/design/flow/config.mk WORK_HOME=/design/flow/orfs finish
==> config.mk <==
export PLATFORM = sky130hd
export DESIGN_NAME = alu
export DESIGN_NICKNAME = alu
export VERILOG_FILES = /design/flow/design.v
export SDC_FILE = /design/flow/constraint.sdc
export NUM_CORES = 4
export LEC_CHECK = 1
export CORE_UTILIZATION = 50
==> constraint.sdc <==
current_design alu

set clk_period 9.8
set clk_io_pct 0.2

create_clock -name clk0 -period $clk_period

set non_clock_inputs [all_inputs -no_clocks]
set_input_delay [expr $clk_period * $clk_io_pct] -clock clk0 $non_clock_inputs
set_output_delay [expr $clk_period * $clk_io_pct] -clock clk0 [all_outputs]
==> impl_metrics.ini <==
; generated from flow reports
[synth]
yosys_area_mm2 = 0.00872
mux_share_pct = 18.6
synth_area_mm2 = 0.00872
synthCells = 1246
synthTopLogicFamily = AND-OR/OR-AND gates
top_area_share_pct = 13.8
ys_sh_xor_pct = 0.803
yosysTopAreaCell = ha_1
top_cells_by_area = ha_1, mux4_2, nor2_1, a21oi_1, o21ai_0
synth.yosys.seq_area_share_pct = 0
synth_warnings = 1
syn_avg_cell_area_um2 = 7.00
ys_cells = 1246
ys_types = 81
aoi_share_pct = 37.3
synth.cellmix.simpleShare_pct = 19.3
adder_share_pct = 14.2

[cells_and_area]
n_fill_cell = 1633
ff_count = 0
layout-drive-gt1-share_pct = 9.37
final-seq-area_um2 = 0
multiInputGateArea_mm2 = 0.00789
area_growth_pct = 11.5
final_area_mm2 = 0.00973
nClkBuffers = 0

[sta]
maxSlewHeadroom_pct = 39.1
worstMarginPinSlew_ps = 891
post-route-period-util_pct = 86.8
report.final.slew_viol_count = 0
min_period_ps = 8510
final.setup.tns_ps = 0
hold_viol_final = 0
rsz0062_at_grt = false
fmax_mhz = 118
setup_viol = 0

[outcome]
status = complete, no violations

[setup_path]
crit_type = in -> out
cp-end-kind = output pin
cp_data_arrival_time_ps = 6550
crit_path_start_kind = input port
cp.required_ps = 7840
critPathMaxFanout = 8

[detailed_routing]
wl_met1_mm = 15.7
drt_wl_total_mm = 39.4
remaining_drc_errors = 0
initialDrtViolationCount = 1518
drtAntennaViolNets = 0
wl_per_cell_um = 26.6
wl_met2_mm = 15.8
num_antenna_cells = 0
top_layer = met5
viasPerCell = 7.30
dr.pass1.iters = 9
vias = 10800
met3WireLength_mm = 6.40

[grt]
track_usage_pct = 44.7
grt_max_degree = 71
grt-ovfl-total = 0
grt_pass1_wl_mm = 59.7
grt_pass1_vias = 9801
antenna_found_initial = 1

[floorplanning]
row_count = 47
die_y_um = 134
die_w_um = 134
chip_area_mm2 = 0.0180
fp-utilization_pct = 51.9
core_area_mm2 = 0.0168
ioPinCount = 100

[clock_tree]
postCtsHoldBufs = 0
postCtsSetupBuffers = 0
cts-resized-gates = 0

[placed_design]
place_hpwl_mm = 30.1
gp_congestion = 1.10
dpl-instance-area_mm2 = 0.00973
placement.io_buffers = 100

[job]
cap_viol_max_count = 0
warning_count = 97

[min_path]
hold_path_class = in -> out

[power_and_ir_drop]
peakVddDrop_mv = 0.0615
p_leak_nw = 3.96
p_per_area_mw_per_mm2 = 61.1
==> power breakdown <==
part	total [mW]	switching (mW)	leakage (nW)	internal [mW]
Clock	0	0	0	0
Sequential	0	0	0	0
Combinational	0.594	0.350	3.96	0.244
Total	0.594	0.350	3.96	0.244
==> cells in the final DEF, fill, tap and decap left out, types with 6 or more instances in the layout <==
cell,count
a2111oi_0,6
a211o_1,8
a211oi_1,17
a21o_1,19
a21oi_1,102
a221o_1,17
a221oi_1,34
a22oi_1,20
a311oi_1,9
a31oi_1,16
buf_4,27
clkdlybuf4s50_1,96
ha_1,96
inv_1,100
mux2_2,7
mux2i_1,37
mux4_2,52
nand2_1,85
nand2b_1,8
nand3_1,18
nor2_1,143
nor2b_1,6
nor3_1,28
nor4_1,24
o211ai_1,19
o21a_1,7
o21ai_0,89
o21bai_1,10
o221ai_1,12
o22ai_1,13
o311ai_0,10
o31ai_1,11
or2_2,6
or4_1,6
==> per-layer routing <==
layer	up-vias	global-route usage [%]
li1	4822	-
met1	5001	66.7
met2	853	61.2
met3	113	16.1
met4	2	11.8
met5	-	0
==> path summary, 6_finish.rpt <==
kind	from	end	slack, ps	cells past startpoint
worst max-delay path	A[0]	alu_result[0]	1290	15
worst min-delay path	B[2]	alu_result[2]	4980	7
==> final cells by class <==
cell class,instances,area share [%]
multi-input cells,1031,81.1
repair buffers,125,12.1
inverters,103,3.97
well taps,220,2.83
==> Yosys cell counts (all sizes together) (18+ instances only) <==
cell    instances
nand3          18
a221oi         34
mux4           52
nor4           27
o211ai         19
o21ai          91
a21o           19
nor2          143
a22oi          20
ha             96
nand2          85
inv           103
nor3           29
a21oi         102
mux2i          37
buf            36
clkbuf         76
==> kinds of logic (layout without fill, tap and decap cells) <==
group | Yosys count | count (layout)
buffers and inverters | 215 | 228
multiplexers | 96 | 96
AND/OR/NAND/NOR | 359 | 359
XOR/XNOR | 8 | 8
AND-OR/OR-AND | 470 | 470
adder cells (fa/ha/maj) | 98 | 98
==> stage by stage <==
step                total power [mW]  utilization [%]  setup WS (ps)  hold slack, ps  instances
floorplan                      0.349                -           2130            4010       1246
global placement               0.571             57.8           1430            4990       1479
detailed placement             0.570             57.8           1400            4990       1479
CTS                            0.573             57.8           1380            5000       1479
global route                   0.634             57.8            924            5060       1479
finish                         0.594             57.8           1290            4980       1479
==> worst max-delay path, stage by stage <==
cell,delay [ps]
clkdlybuf4s50_1,660
inv_1,120
ha_1,240
fa_1,400
o21ba_2,240
nor4_1,430
o311ai_0,280
a21oi_1,340
o21a_1,240
o21a_1,180
nand2b_1,170
a2111oi_0,110
buf_4,190
or4_1,550
clkdlybuf4s50_1,430
No activity file was given, so power comes from the tool's default toggle rates.
